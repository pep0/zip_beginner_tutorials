$ cat flow/config.mk
export PLATFORM = sky130hd
export DESIGN_NAME = top
export DESIGN_NICKNAME = top
export VERILOG_FILES = /design/flow/design.v
export SDC_FILE = /design/flow/constraint.sdc
export NUM_CORES = 4
export LEC_CHECK = 1
export CORE_UTILIZATION = 40
$ cat flow/constraint.sdc
current_design top

set clk_period 5.3
set clk_io_pct 0.2

create_clock -name clk0 -period $clk_period [get_ports {CLK}]

set non_clock_inputs [all_inputs -no_clocks]
set_input_delay [expr $clk_period * $clk_io_pct] -clock clk0 $non_clock_inputs
set_output_delay [expr $clk_period * $clk_io_pct] -clock clk0 [all_outputs]
$ cat flow/design.v
`default_nettype none
module	top(
	input wire CLK, 
	input wire BTN_N,
	input wire RX,
	output wire TX);
	parameter	CLOCK_RATE_HZ = 12_000_000; 
	parameter	BAUD_RATE = 9_600;  
	parameter	CLOCKS_PER_BAUD = (CLOCK_RATE_HZ/BAUD_RATE); 
	reg tx_stb;
	reg [7:0]tx_data;
	wire tx_busy;
	txuart #(CLOCKS_PER_BAUD[23:0])
		transmitter(CLK, tx_stb, tx_data, TX, tx_busy);
	wire o_wr;
	wire [7:0]o_data; 
	rxuart receiver(CLK, RX, o_wr, o_data);
	initial tx_stb =1'b0;
	always @(posedge CLK)
	if(o_wr)
	begin
		tx_stb <= 1'b1;
		tx_data <= o_data;
	end else if (!tx_busy)
		tx_stb <= 1'b0;
endmodule
`default_nettype	none
module rxuart(i_clk, i_uart_rx, o_wr, o_data);
	parameter  [15:0]	CLOCKS_PER_BAUD = 868;
	localparam	[3:0]	IDLE      = 4'h0;
	localparam	[3:0]	BIT_ZERO  = 4'h1;
	localparam	[3:0]	STOP_BIT  = 4'h9;
	input	wire		i_clk;
	input	wire		i_uart_rx;
	output	reg		o_wr;
	output	reg	[7:0]	o_data;
	reg	[3:0]		state;
	reg	[15:0]		baud_counter;
	reg			zero_baud_counter;
	reg		ck_uart;
	reg		q_uart;
	initial	{ ck_uart, q_uart } = -1;
	always @(posedge i_clk)
		{ ck_uart, q_uart } <= { q_uart, i_uart_rx };
	initial	state = IDLE;
	initial	baud_counter = 0;
	always @(posedge i_clk)
	if (state == IDLE)
	begin
		state <= IDLE;
		baud_counter <= 0;
		if (!ck_uart)
		begin
			state <= BIT_ZERO;
			baud_counter <= CLOCKS_PER_BAUD+CLOCKS_PER_BAUD/2-1'b1;
		end
	end else if (zero_baud_counter)
	begin
		state <= state + 1;
		baud_counter <= CLOCKS_PER_BAUD-1'b1;
		if (state == STOP_BIT)
		begin
			state <= IDLE;
			baud_counter <= 0;
		end
	end else
		baud_counter <= baud_counter - 1'b1;
	always @(*)
		zero_baud_counter = (baud_counter == 0);
	always @(posedge i_clk)
	if ((zero_baud_counter)&&(state != STOP_BIT))
		o_data <= { ck_uart, o_data[7:1] };
	initial	o_wr = 1'b0;
	always @(posedge i_clk)
		o_wr <= ((zero_baud_counter)&&(state == STOP_BIT));
endmodule
`default_nettype	none
module txuart(i_clk, i_wr, i_data, o_uart_tx, o_busy);
	parameter	[15:0]	CLOCKS_PER_BAUD = 16'd868;
	input	wire		i_clk;
	input	wire		i_wr;
	input	wire	[7:0]	i_data;
	output	wire		o_uart_tx;
	output	reg		o_busy;
	localparam [3:0] START	= 4'h0,
		BIT_ZERO	= 4'h1,
		BIT_ONE		= 4'h2,
		BIT_TWO		= 4'h3,
		BIT_THREE	= 4'h4,
		BIT_FOUR	= 4'h5,
		BIT_FIVE	= 4'h6,
		BIT_SIX		= 4'h7,
		BIT_SEVEN	= 4'h8,
		LAST		= 4'h8,
		IDLE		= 4'hf;
	reg	[15:0]	counter;
	reg	[3:0]	state;
	reg	[8:0]	lcl_data;
	reg		baud_stb;
	initial	o_busy = 1'b0;
	initial	state  = IDLE;
	always @(posedge i_clk)
	if ((i_wr)&&(!o_busy))
		{ o_busy, state } <= { 1'b1, START };
	else if (baud_stb)
	begin
		if (state == IDLE)  
			{ o_busy, state } <= { 1'b0, IDLE };
		else if (state < LAST) begin
			o_busy <= 1'b1;
			state <= state + 1'b1;
		end else  
			{ o_busy, state } <= { 1'b1, IDLE };
	end
	initial	lcl_data = 9'h1ff;
	always @(posedge i_clk)
	if ((i_wr)&&(!o_busy))
		lcl_data <= { i_data, 1'b0 };
	else if (baud_stb)
		lcl_data <= { 1'b1, lcl_data[8:1] };
	assign	o_uart_tx = lcl_data[0];
	initial	baud_stb = 1'b1;
	initial	counter = 0;
	always @(posedge i_clk)
	if ((i_wr)&&(!o_busy))
	begin
		counter  <= CLOCKS_PER_BAUD - 1'b1;
		baud_stb <= 1'b0;
	end else if (!baud_stb)
	begin
		baud_stb <= (counter == 1);
		counter  <= counter - 1'b1;
	end else if (state != IDLE)
	begin
		counter <= CLOCKS_PER_BAUD - 1;
		baud_stb <= 1'b0;
	end
endmodule
$ cat flow/run.sh
#!/bin/bash
# OpenROAD 26Q1-2900-gdf79404cd8, Yosys 0.63+post, stock flow scripts
make -C /OpenROAD-flow-scripts/flow DESIGN_CONFIG=/design/flow/config.mk WORK_HOME=/design/flow/orfs finish
==> commit_impl_results.txt <==
Add synthesis and place-and-route results

* Number of rows created at floorplan: 31
- Timing analysis after detailed placement gives a worst setup slack of 2700 ps.
- Worst setup skew after layout: 9.19 ps
* Slew Limit Fails: 0
- Least-Margin Pin Slew: 815 ps
- Count of state elements after synthesis: 71
- Startpoint type of the worst setup path: flop
* Fraction of the core area occupied by cells at floorplan: 41.1%
* Main area contributors: dfxtp_1, edfxtp_1, nand2_1, nand3_1, a21oi_1
- The worst setup path is captured at a flop.
* Overall routed net length: 4890 um
- Least setup slack across all paths after layout: 2690 ps
- F_max: 383 MHz
* Top cell type by instance count after synthesis: dfxtp_1
* Final Setup Violations: 0
- Number of vias after detailed routing: 2013
- The run finished with clean final reports.
- In the final layout, the share of cells above drive strength 1 is 8.53%.
* IR drop worst, VDD: 0.000262 V
- Post-CTS setup buffer count: 0
- The data arrival time reported for the critical path is 2570 ps.
* CTS sink cnt: 71
* Share of async-settable or async-resettable flops after synthesis: 0%
- Per the OpenROAD floorplan log, the width of the die is 88.1 um.
- Largest net degree at the start of global routing: 22
* Full die area: 0.00776 mm^2
- In the Yosys stats the netlist draws on 46 distinct library cells.
- Looking at the cell usage after synthesis, the top flip-flop cell is dfxtp_1.
- Area fraction of the dominant cell type after synthesis: 29.0%
- The worst setup path is of the reg -> reg kind.
* Power density over the cells: 424 mW/mm^2
- First-pass GRT wire length: 8450 um
- In this run the layout overhead on the synthesized area is reported as 12.2%.
* Remaining routing DRC violations: 0
- Total negative slack for setup checks: 0 ps
* H-Tree Depth: 3
* Remaining number of nets flagged by the antenna check after routing: 0
* Tmin final: 2610 ps
- The run reported a max-capacitance violation count of 0.
* Fraction of the yosys area taken by sequential cells: 57.4%
- Area of the mapped netlist: 0.00297 mm^2
* DP HPWL: 3180 um
- I/O pin cnt: 4
* Via count of the first global-routing pass: 1863
- Routed wire per std cell: 12.5 um
* Mean instance size in the synthesized netlist: 10.5 um^2
- Vias per inst: 5.14
- Buffers inserted to repair hold after CTS numbered 0.
- Clock Root Buffer: clkbuf_8
* Count of endpoints failing hold in the final timing report: 0
* List of most frequent post-synthesis cells: dfxtp_1, nand2_1, edfxtp_1
- The synth_stat.txt file lists the number of cells as 282.
- Post-Synthesis Cells: 282
- Buffers on Ports: 2
- First-pass detailed-route iteration total: 4
* Global route total overflow: 0
- The synthesized design contains 28 enable-type register cells.
- After clock tree synthesis, the repair step resized 0 gates.
- The final timing summary puts the cycle share of the worst path at 49.2%.
* Log Warnings: 27
* Area of the core region: 0.00721 mm^2
- Initial antenna violation count: 0
- The longest clock path from root to sink contains 2 buffers.
- After its last routability iteration, the placer logged a weighted congestion of 0.805.
- Per the detail_route report, inserted antenna diodes total 0.
- Of all nets on the critical path, the largest fanout is 8.
- After clock tree synthesis, the clock-pin slew on the worst setup and hold paths is 70 ps.
- In this run the static leakage power is 1.24 nW.
- Area leader, netlist: dfxtp_1
- Setup repair after global routing left no endpoint under its margin.
* Worst hold path type: reg -> reg
- In this run the tightest slew margin relative to its limit is 45.7%.
- Per the OpenROAD floorplan log, the height of the die is 88.1 um.
* Source-to-sink clock delay at the later pin of the worst-skew pair: 330 ps
* Chip area from the yosys synthesis statistics: 0.00297 mm^2
- Overall Global Routing Usage: 14.4%
- TritonCTS built the clock tree.
- Total CTS buffers: 9
- Number of warnings printed during yosys synthesis: 3
- After the first detailed-routing iteration, the DRC count stood at 94.
* Critical path data required time: 5270 ps
[per-stage QoR]
step | power, mW | instances | area, um^2 | util, % | hold slack [ps]
CTS | 1.42 | 392 | 3330 | 46.1 | 331
global route | 1.48 | 392 | 3330 | 46.1 | 338
detailed placement | 0.908 | 376 | 3090 | 42.8 | 314
floorplan | 0.866 | 282 | 2970 | - | 310
global placement | 0.904 | 376 | 3090 | 42.8 | 310
finish | 1.41 | 392 | 3330 | 46.1 | 328
[power by group]
part           switching [mW]  internal [mW]  total (mW)  leakage, nW
registers              0.0733          0.628       0.702        0.625
clock network           0.187          0.326       0.513        0.118
logic                   0.100         0.0957       0.196        0.499
total                   0.360           1.05        1.41         1.24
[flip-flops by register name (all words and copies together) (netlist names)]
| signal | cells |
|---|---|
| transmitter.state | 4 |
| transmitter.o_busy | 1 |
| receiver.o_data | 8 |
| receiver.q_uart | 1 |
| tx_stb | 1 |
| receiver.ck_uart | 1 |
| transmitter.counter | 16 |
| transmitter.lcl_data | 9 |
| receiver.baud_counter | 16 |
| receiver.state | 4 |
| transmitter.baud_stb | 1 |
| receiver.o_wr | 1 |
| tx_data | 8 |
[worst paths after layout]
path	start	depth (start not counted)	endpoint	slack (ps)
setup / recovery	receiver.baud_counter[0]	6	receiver.o_data[0]	2690
hold / removal	receiver.q_uart	0	receiver.ck_uart	330
setup reg to reg	receiver.baud_counter[0]	6	receiver.o_data[0]	2690
hold reg to reg	receiver.q_uart	0	receiver.ck_uart	330
[kinds of logic after synthesis]
logic type	after synthesis	synth area share (%)
buffers and inverters	15	1.94
xor gates and xnor gates	15	4.43
DFF	71	57.4
adders and majority gates	4	1.69
AOI/OAI and AO/OA	49	9.92
and+or+nand+nor	123	22.9
muxes	5	1.73
[routing by layer]
metal  vias to the layer above  wire length [um]  GRT usage, %
li1                       1046                 -             -
met1                       941              2510          21.3
met2                        21              2160          22.7
met3                         5               170          4.48
met4                         0                42          1.47
met5                         -                 0             0
[final cells by class]
cell class / count / area [um^2]
fill: 683 / 3890
sequential: 71 / 1700
multi-input combinational: 196 / 1210
clock buffer: 13 / 149
tap: 99 / 124
clock inverter: 3 / 90.1
timing repair buffer: 4 / 35.0
inverter: 6 / 22.5
[placed cells by master, fill, tap and decap left out, types with 3 or more instances in the layout]
master      n
bufinv_16   3
o21ai_0    13
nor3_1      8
or3_1       5
nand3_1    17
edfxtp_1   28
mux2i_1     4
nor2b_1     3
inv_1       6
nand2_1    32
nor2_1     19
or4_1       4
nand2b_1    8
nor4_1      6
ha_1        4
a21oi_1    15
xnor2_1     8
clkbuf_8   10
a21o_1      3
xor2_1      7
o21ai_1     5
dfxtp_1    43
clkbuf_1    3
nand4_1     5
[critical path, stage by stage (launching register included)]
cell and delay [ps]:
dfxtp_1 340, inv_1 60, ha_1 210, nand2b_1 110, or3_1 370, or4_4 580
nor2b_1 580
Power figures rest on the tool's default switching activity, not on a simulated workload.
